File: ./run.sh
#!/bin/bash
# OpenROAD 26Q1-2900-gdf79404cd8, Yosys 0.63+post, stock flow scripts
make -C /OpenROAD-flow-scripts/flow DESIGN_CONFIG=/design/flow/config.mk WORK_HOME=/design/flow/orfs finish
File: ./config.mk
export PLATFORM = sky130hd
export DESIGN_NAME = ALU
export DESIGN_NICKNAME = ALU
export VERILOG_FILES = /design/flow/design.v
export SDC_FILE = /design/flow/constraint.sdc
export NUM_CORES = 4
export LEC_CHECK = 1
export CORE_UTILIZATION = 30
File: ./design.v
`timescale 1ns / 1ps
module ALU(
    input [5:0] ALUopcode,
    input [31:0] op1,
    input [31:0] op2,
    output reg [31:0] out,
    output reg zero);
    always @ (ALUopcode or op1 or op2) begin
        case (ALUopcode)
            6'h20: out = op1 + op2;
            6'h21: out = op1 + op2;
            6'h08: out = op1 + op2;
            6'h09: out = op1 + op2;
            6'h22: out = op1 - op2;
            6'h23: out = op1 - op2;
            6'h24: out = op1 & op2;
            6'h0C: out = op1 & op2;
            6'h27: out = ~(op1 | op2);
            6'h25: out = op1 | op2;
            6'h0D: out = op1 | op2;
            6'h26: out = op1 ^ op2;
            6'h0E: out = op1 ^ op2;
            6'h0F: out = {op2[15:0], op1[15:0]};
            6'h00: out = op2 <<< op1;
            6'h04: out = op2 <<< op1;
            6'h03: out = $signed(op2) >>> op1;
            6'h07: out = $signed(op2) >>> op1;
            6'h02: out = op2 >>> op1;
            6'h06: out = op2 >>> op1;
            6'h2A: if ($signed(op1) < $signed(op2)) out = 1; else out = 0;
            6'h0A: if ($signed(op1) < $signed(op2)) out = 1; else out = 0;
            6'h2B: if (op1 < op2) out = 1; else out = 0;
            6'h0B: if (op1 < op2) out = 1; else out = 0;
            default: out = 0;
        endcase
        if (out == 0) zero = 1; else zero = 0;
    end
endmodule
File: ./constraint.sdc
current_design ALU

set clk_period 23.8
set clk_io_pct 0.2

create_clock -name clk0 -period $clk_period

set non_clock_inputs [all_inputs -no_clocks]
set_input_delay [expr $clk_period * $clk_io_pct] -clock clk0 $non_clock_inputs
set_output_delay [expr $clk_period * $clk_io_pct] -clock clk0 [all_outputs]
==> run summary <==
Synthesis and PnR results.

- The flow ran to the end, and the final reports show no timing, DRC or antenna violations.
- The final cell count without fillers is 2035.
- The smallest clock period supported by the final layout is computed as 15.67 ns.
- Per the layout report, the design carries 0 clock buffers.
- For reference, the final report shows the hold violation count at 0.
- Once the clock tree was built, the setup fixing pass inserted 0 buffers.
- Per the OpenROAD floorplan log, the area of the core is about 35000 um^2.
- The number of max-slew violations in the final report reads 0.
- Cells fill 34.7% of the core in the end.
- Per the post-synthesis report, the number of cells in the design is 1551.
- The setup slack after layout is 8.13 ns.
- The critical path data arrival time is 10.91 ns.
- The synthesized cell area is 10500 um^2.
- The total global routing track utilization reads 35.7%.
- The combined flip-flop and latch cell area reads 0 um^2.
- The number of DRC violations after detailed routing is 0.
- Pin placement for this block handled 103 I/O pins.
- The internal power summed over all cells reads 98.4 uW.
- The fraction of final layout cells with drive strength greater than 1 reads 10.7%.
- For this run, the final setup violation count is recorded as 0.
- Checking max transition, the worst relative margin is 27.4%.
- Summing the sequential cell areas from Yosys gives 0% of the chip area.
- The floorplan core density is between 30% and 40%.
- The switching share of power is 63.0%.
- The first-pass iteration count of the detailed router is 6.
- The count of different cell masters after synthesis is roughly 95.
- The wire length of the first global-routing pass reads 91.6 mm.
- Warnings reported by Yosys during synthesis add up to 1.
- The estimated wirelength of the detail-placed design is 49.8 mm.
- The cell type that accounts for the most area after synthesis is ha_1.
- The number of sequential cells in the layout is 0.
- The portion of total power attributed to sequential cells reads 0%.
- The number of antenna violations at the first check in global routing came to 1.
- Summed over all failing endpoints, the final setup total negative slack is 0 ns.
- The violation tally recorded at the end of detailed-routing iteration 0 is ~1500.
- The peak supply drop is 12.5 uV.
- The switching power of the nets reads 167 uW.
- The layout overhead on the synthesized area is 13.7%.
- The detail route stage leaves a number of antenna-violating nets equal to 0.
- The worst setup slack before clock tree synthesis is around 8.4 ns.
- The count of vias placed by the detailed router reads 13700.
- After detailed routing, the number of vias per cell comes to 6.74.
- Looking at the power breakdown, combinational cells take 100.0% of the total.
- The mean area per synthesized cell is 6.80 um^2.
- For reference, the most critical setup path is categorized as input pin to output port.
- The wire length recorded after detailed routing is 64.1 mm.
- In this run, the clock network consumes 0% of the power.
- Checking hold timing, the worst path is listed with class input pin to output port.
- The cell count listed in synth_stat.txt is 1551.
- Data on the critical path is required at its endpoint by roughly 19 ns.
- The worst-margin pin slew is about 1.1 ns.
- After global routing the overflow that remains totals 0.
- Gates resized during post-CTS repair numbered 0.
- The number of antenna diodes is 0.
- The standard-cell row count is 68.
- Across all hold checks on the routed design, the worst slack comes to 10.77 ns.
- Across all stage logs, warnings added up to 96.
- Along the worst path, the maximum fanout reaches approximately 43.
- The vertical die size reads around 190 um.
- The power per cell area reads 22.2 nW/um^2.
- Setup repair after global routing left no endpoint under its margin.
- For this design, the CTS-stage hold fixing added 0 buffers.
- The cell leakage power is 4.70 nW.
- The via count of the first global-routing pass is 12600.
- TritonRoute output was used to compute an average wire per cell of 31.5 um.
- The critical path capture point type reads an output port.
- Fill cells in the final layout number around 3800.
- The max-cap check violation count is 0.
- The number of cells after detailed placement reads just over 2000.
- The post-route fraction of the period consumed by the critical path is 65.8%.
- The yosys stat chip area is 10500 um^2.
- The area of the die is 35900 um^2.
- The flow reports an fmax of between 60 and 70 MHz.
- The quantity of I/O buffers inserted on ports is 103.
- STA classifies the critical path startpoint as an input pin.
- The synthesis report lists the most area-consuming cells as ha_1, mux4_2, a21oi_1.
- The x dimension of the die is 189 um.
- The global placement routability congestion reads around 1.1.
- The top-area cell type share of the netlist area reads 11.4%.
- Entering global routing, the biggest net connects 59 pins.
[cells in the mapped netlist, types with 7 or more instances]
master / number
nor3_1: 43
nand2_1: 128
nand3_1: 41
nor2_1: 149
a21oi_1: 127
o211ai_1: 26
nand4_1: 21
nand2b_1: 21
o21a_1: 8
and3_1: 11
o32ai_1: 7
or3_1: 14
nor2b_1: 19
a211o_1: 14
inv_1: 96
o31ai_1: 15
mux4_2: 40
o311ai_0: 10
and2_1: 7
o221ai_1: 10
mux2_2: 24
o41ai_1: 7
o21ai_0: 103
a21o_1: 18
mux2i_1: 55
a2111oi_0: 15
buf_2: 21
nor4_1: 22
a221oi_1: 31
ha_1: 96
a22oi_1: 9
a311oi_1: 10
a211oi_1: 39
buf_1: 14
a31oi_1: 28
clkbuf_1: 90
o22ai_1: 13
a221o_1: 12
[power groups by stage]
stage         Clock [mW]  Combinational, mW  Sequential [mW]
finish                 0              0.266                0
global route           0              0.280                0
CTS                    0              0.258                0
[per-stage QoR]
step | total power [mW] | area, um^2
after floorplan | 0.152 | 10500
after global placement | 0.259 | 12000
after detailed placement | 0.256 | 12000
after CTS | 0.258 | 12000
after global routing | 0.280 | 12000
final | 0.266 | 12000
[critical path, cell delays in order]
cell and delay [ns]:
clkdlybuf4s50_1 0.46, buf_4 0.47, inv_1 0.48, ha_1 0.52, nor2_1 0.16, o21ai_0 0.26, a211o_1 0.35, o211ai_1 0.29
o31ai_1 0.24, o31ai_1 0.65, o31ai_1 0.24, or3b_2 0.50, or4_1 0.49, nand4b_1 0.24, nor4_2 0.26, clkdlybuf4s50_1 0.50
[cell usage in the layout (no fill, tap or decap), types with 18 or more instances in the layout]
cell	instances
nor2_1	149
nand2_1	128
a21oi_1	127
o21ai_0	103
clkdlybuf4s50_1	99
inv_1	96
ha_1	96
buf_4	66
mux2i_1	55
nor3_1	42
nand3_1	41
mux4_2	40
a211oi_1	39
a221oi_1	31
a31oi_1	28
o211ai_1	26
mux2_2	24
nor4_1	22
nand2b_1	21
nand4_1	21
nor2b_1	19
a21o_1	18
[cell families after synthesis]
| group | count (synthesis) | synth area share [%] |
|---|---|---|
| AND-OR/OR-AND | 570 | 37.4 |
| XOR/XNOR | 7 | 0.581 |
| adder cells (fa/ha/maj) | 98 | 11.8 |
| buffers and inverters | 235 | 9.37 |
| multiplexers | 120 | 16.4 |
| AND/OR/NAND/NOR | 521 | 24.5 |
[layer usage]
metal  up-vias  wire length (um)  track usage (%)
met1      6639             26300             48.7
met4         0              3740             16.9
met3       157              6300             7.80
met2       870             27800             53.6
met5         -                 0                0
li1       6048                 -                -
[final timing paths]
check               from     end  slack [ns]  cells after the start
hold / removal    op1[3]  out[3]       10.77                      8
setup / recovery  op1[4]    zero        8.13                     16
[layout make-up]
type / count / area [um^2] / share of cell area [%]
tap: 455 / 569 / 4.75
timing repair buffer: 166 / 1490 / 12.4
inverter: 98 / 368 / 3.07
multi-input combinational: 1316 / 9560 / 79.7
Power is estimated from default activity; no workload was simulated.
